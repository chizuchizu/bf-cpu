$ cat design/flow/design.v
module switch (
    input sys_clock,
    input switch_in,
    output reg switch_out 
);
reg [7:0] div_clk;
reg [3:0] counter;
always @(posedge sys_clock) begin
    div_clk <= div_clk + 8'b1;
end
always @(posedge sys_clock) begin
    if(div_clk == 8'd255) begin
        if(switch_out) begin
            if(switch_in) begin
                counter <= counter + 4'b1;
            end else begin
                counter <= 4'b0;
            end
        end else begin
            if(~switch_in) begin
                counter <= counter + 4'b1;
            end else begin
                counter <= 4'b0;
            end
        end
        if (counter == 4'd15) begin
            switch_out <= ~switch_out;
        end
    end
end
endmodule
$ cat design/flow/run.sh
#!/bin/bash
# OpenROAD 26Q1-2900-gdf79404cd8, Yosys 0.63+post, stock flow scripts
make -C /OpenROAD-flow-scripts/flow DESIGN_CONFIG=/design/flow/config.mk WORK_HOME=/design/flow/orfs finish
$ cat design/flow/config.mk
export PLATFORM = sky130hd
export DESIGN_NAME = switch
export DESIGN_NICKNAME = switch
export VERILOG_FILES = /design/flow/design.v
export SDC_FILE = /design/flow/constraint.sdc
export NUM_CORES = 4
export LEC_CHECK = 1
export CORE_AREA = 10 10 71 71
export DIE_AREA = 0 0 81 81
$ cat design/flow/constraint.sdc
current_design switch

set clk_period 2.2
set clk_io_pct 0.2

create_clock -name clk0 -period $clk_period [get_ports {sys_clock}]

set non_clock_inputs [all_inputs -no_clocks]
set_input_delay [expr $clk_period * $clk_io_pct] -clock clk0 $non_clock_inputs
set_output_delay [expr $clk_period * $clk_io_pct] -clock clk0 [all_outputs]
==> run notes <==
Run status
* **run status** finished clean

Worst setup path
* **flop2flop setup slack** 0.74 ns
* **count of buffer and inverter cells on the critical path** 1
* **signal arrival time at the worst endpoint** 1.09 ns
* **element type at the critical path start** register
* **worst setup path category** reg -> out
* **start of the worst register-to-register path** div_clk[0]
* **data required time at the worst endpoint** 1.76 ns
* **gate family responsible for the most delay along the worst path** buffers and inverters
* **critical path cell sequence** clkdlybuf4s50_1
* **sort of element at the end of the critical path** output pin
* **Max stage delay on crit path** 0.48 ns
* **worst reg2reg path depth** 4
* **CP max FO** 3
* **origin of the worst setup path** switch_out
* **cell with the biggest individual delay on the critical path** clkdlybuf4s50_1
* **Critical R2R Capture** switch_out

CTS
* **clock latency (worst-skew pair)** 0.24 ns
* **Clock Tree Buf Depth** 2
* **buffers inserted during post-CTS setup optimization** 0
* **clock sink count** 13
* **clock tree from TritonCTS** built
* **Num CTS Buffers** 3
* **total of hold buffers inserted after clock tree synthesis** 0
* **clock slew at the register clock pins of the worst setup and hold paths** 0.05 ns
* **CTS Root Cell** clkbuf_8
* **quantity of gates resized following cts** 0
* **level count of the clock H-tree** 1

Power
* **leakage component of the power** 0.240 nW
* **power density of the placed cells** 724 nW/um^2
* **total power draw** 0.461 mW
* **worst supply voltage drop on vdd** 0.325 mV

Die
* **core area** 3630 sq um
* **placement row count** 22
* **total die area** 6560 sq um
* **vertical die dimension** 81 microns
* **die extent in x** 81 microns
* **Initial Util** 0.141
* **I/O pin total** 3

Min path
* **worst-case hold path end point** div_clk[0]
* **worst hold path stage count** 1
* **Worst Hold Launch** div_clk[0]
* **hold crit path type** reg -> reg

Yosys
* **ranking of synthesized cells by instance count** dfxtp_1 (8), nor2_1 (6), edfxtp_1 (5), nand3_1 (5), xor2_1 (5)
* **number of standard cells reported by yosys** 43
* **cell type with the highest aggregate area in the netlist** dfxtp_1
* **number of enable-type register cells in the synthesized netlist** 5
* **count of mapped cells out of synthesis** 43
* **Syn Std Cell Area** 512 sq um
* **count of synthesis-stage warnings from yosys** 1
* **Mean Syn Cell Area** 11.9 sq um
* **sequential cell area fraction in the yosys report** 0.606
* **flops out of synthesis** 13
* **Top cell area share** 0.313
* **cell with the most instances after synthesis** dfxtp_1
* **yosys synthesis chip area** 512 sq um
* **most instantiated flip-flop cell in the synthesis netlist** dfxtp_1
* **number of distinct library cell variants in the gate-level netlist after synthesis** 13
* **Area contributors post-synth** dfxtp_1 (31%), edfxtp_1 (29%), xor2_1 (8.6%), xnor2_1 (6.8%), ha_1 (4.9%)
* **Async S/R FF share, synth** 0

Timing
* **number of hold violations in the final report** 0
* **worst setup skew after layout** 0.000616 ns
* **least setup slack across all paths after layout** 0.665 ns
* **maximum clock rate** 651 MHz
* **clock period minus final worst setup slack** 1.53 ns
* **max-slew violation count** 0
* **share of the cycle needed by the critical path after routing** 0.698
* **actual transition at the worst max-transition pin** 0.324 ns
* **setup repair after global routing missed its margin** false
* **Max transition margin** 0.783
* **post-route setup TNS** 0 ns
* **final setup fails** 0

Detailed routing
* **number of remaining DRC errors** 0
* **via count of the routed design** 294
* **1st-iter DRT viols** 34
* **Antenna diodes** 0
* **antenna violation net count after detailed routing** 0
* **drt via density** 3.03
* **average wire per cell in the routed design** 7.05 microns
* **Total Wirelength** 684 microns
* **length of the first detailed-routing pass in iterations** 3

Place
* **half-perimeter wire length of the detailed placement result** 488 microns
* **DP Worst Slack** 0.625 ns
* **number of port buffers** 2
* **placer's final routability congestion estimate** 0.681

Finish
* **layout filler cell count** 398
* **growth of design area from synthesis to finish** 24.4%
* **layout cells sized above 1** 0.122

Global routing
* **met3 capacity usage during global routing** 0.0212
* **total congestion overflow** 0
* **number of antenna violations at the first check in global routing** 0
* **global-route wire length before repair** 1.26 mm
* **via count of the first global-routing pass** 305
* **busiest layer in global routing** met2
* **fraction of met1 tracks used by global routing** 0.0299
* **met2 GRT Util** 0.0334
* **pin count of the biggest net entering global routing** 8
* **total track usage** 0.0242

Run
* **number of violations of the max-capacitance limit** 0
* **total number of warnings across the stage logs** 25

==> kinds of logic (layout without fill, tap and decap cells) <==
logic type                 Yosys count  in the layout  share of synthesized area
xor gates and xnor gates             9              9                      0.154
adders and majority gates            2              2                     0.0489
DFF                                 13             13                      0.606
buffers and inverters                3              9                     0.0220
and+or+nand+nor                     16             16                      0.169
==> layout by cell type (no fill, tap or decap) <==
master	instances
dfxtp_1	8
nor2_1	6
nand3_1	5
xor2_1	5
edfxtp_1	5
xnor2_1	4
inv_1	3
clkbuf_8	3
ha_1	2
clkdlybuf4s50_1	2
nand4_2	1
and3_2	1
nand2_1	1
nor2_2	1
and4_1	1
clkbuf_1	1
==> registers in the layout, indices dropped and copies added (netlist names) <==
| register | flops |
|---|---|
| div_clk | 8 |
| counter | 4 |
| switch_out | 1 |
==> worst max-delay path by stage <==
stage,endpoint,slack (ns),depth (start not counted)
4_1_cts,switch_out,0.64,1
5_1_grt,switch_out,0.60,1
6_report,switch_out,0.67,1
==> report_power, final <==
group / switching [mW] / internal (mW)
Clock: 0.0804 / 0.128
Combinational: 0.00202 / 0.00230
Sequential: 0 / 0.249
==> final cells by class <==
cell class                 instances  area (sq um)  share of cell area
multi-input combinational         27           190               0.299
clock buffer                       4          45.0              0.0707
timing repair buffer               2          20.0              0.0314
inverter                           3          11.3              0.0177
tap                               48          60.1              0.0943
sequential                        13           310               0.487
==> metal layers <==
layer	share of wire	routed length (microns)
met3	0.13	88
met4	0	0
met2	0.36	248
met1	0.51	347
met5	0	0
==> through the flow <==
stage	util	std cells	area [sq um]	hold WS [ns]
after global placement	0.163	93	592	0.378
after floorplan	-	43	512	0.370
after CTS	0.175	97	637	0.400
final	0.175	97	637	0.396
after global routing	0.175	97	637	0.407
after detailed placement	0.163	93	592	0.388
Power is estimated from default activity; no workload was simulated.
