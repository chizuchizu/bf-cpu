==> design.v <==
module led (
    input sys_clk,           
    input sys_rst_n,         
    output reg [5:0] led     
);
    reg [23:0] counter;
    always @(posedge sys_clk or negedge sys_rst_n) begin
        if (!sys_rst_n)
            counter <= 24'd0;
        else if (counter < 24'd1349_9999)        
            counter <= counter + 1'b1;
        else
            counter <= 24'd0;
    end
    always @(posedge sys_clk or negedge sys_rst_n) begin
        if (!sys_rst_n)
            led <= 6'b111110;
        else if (counter == 24'd1349_9999)        
            led[5:0] <= {led[4:0],led[5]};
        else
            led <= led;
    end
endmodule
==> run.sh <==
#!/bin/bash
# OpenROAD 26Q1-2900-gdf79404cd8, Yosys 0.63+post, stock flow scripts
make -C /OpenROAD-flow-scripts/flow DESIGN_CONFIG=/design/flow/config.mk WORK_HOME=/design/flow/orfs finish
==> config.mk <==
export PLATFORM = sky130hd
export DESIGN_NAME = led
export DESIGN_NICKNAME = led
export VERILOG_FILES = /design/flow/design.v
export SDC_FILE = /design/flow/constraint.sdc
export NUM_CORES = 4
export LEC_CHECK = 1
export CORE_UTILIZATION = 30
==> constraint.sdc <==
current_design led

set clk_period 3.2
set clk_io_pct 0.2

create_clock -name clk0 -period $clk_period [get_ports {sys_clk}]

set non_clock_inputs [all_inputs -no_clocks]
set_input_delay [expr $clk_period * $clk_io_pct] -clock clk0 $non_clock_inputs
set_output_delay [expr $clk_period * $clk_io_pct] -clock clk0 [all_outputs]
==> flow_summary.ini <==
; generated from flow reports
[outcome]
outcome = finished, final reports clean

[floorplanning]
fp.dieH_um = 74.1
std_cell_rows = 25
fp_util = 0.321
die_area_mm2 = 0.00548
ios = 8
core_area_mm2 = 0.00485
die_x_um = 74.1

[route]
drt-wirelength-per-cell_um = 12.9
routed.top_layer = met4
drtPass1Iterations = 4
wl_met2_mm = 1.32
dr.first_iter.drc_count = 53
met1_length_mm = 1.42
routed_wl_mm = 2.90
diodes = 0
via_per_inst = 5.18
vias = 1161
drc_errors = 0
dr_wl_met3_um = 117
route.antenna.remaining_nets = 0

[place]
port_buffers = 7
hpwlAfterDp_mm = 2.04
globalplace.congestion = 0.840
dpl_cell_area_mm2 = 0.00169

[final_layout]
drive_gt1_frac = 0.185
flop_area_um2 = 757
fillers = 462
combGateArea_um2 = 746
fin_util = 0.368
stdcell_area_mm2 = 0.00179
syn_to_final_growth_pct = 14.6

[setup_path]
cp-end-kind = flip-flop
cp-start-kind = flip-flop
required_ns = 3.30
path_max_fanout = 24
crit_type = flip-flop to flip-flop
critPathArrivalTime_ns = 2.35

[final_timing]
worst_pin_slew_ns = 0.932
relSlewSlack = 0.378
rsz0062_at_grt = false
fmax_mhz = 446
final.setup.tns_ns = 0
period_minus_slack_ns = 2.24
hold-worst-slack_ns = 0.477
slew_viol_final = 0
setup_viol = 0
hold_violations = 0
fin_skew_ns = 0.00639
period_used_share = 0.701

[clock_tree]
cts_tree = built
worstSkewPairLatency_ns = 0.28
cts-root-buf = clkbuf_8
path_clk_slew_ns = 0.06
postCtsResizedCells = 0
htree_levels = 2
hold_buffers = 0
cts_buffers = 5
cts_setup_buffers = 0
clock_sinks = 30
cts_buffer_depth = 2

[yosys]
avgSynthCellArea_um2 = 10.7
synth.distinct_cells = 36
syn-cell-area_mm2 = 0.00156
ys_seq_frac = 0.486
ys_ff = 30
ys_area_mm2 = 0.00156
synth-async-reset-ratio = 1.00
syn_inst = 146
ys.flop_type = dfrtp_1
edf_count = 0
ys_warn_count = 1
synth_stat.cells = 146

[run]
warning_count = 25
drv_cap = 0

[power]
ir_worst_vdd_mv = 0.247
p_sw_frac = 0.199
powerDensity_mw_per_mm2 = 388
p_leak_uw = 0.000704
power.switching_uw = 137
p_int_uw = 555
p_comb_frac = 0.012
total_power_uw = 692
p_seq_frac = 0.549
p_clk_frac = 0.439

[global_routing]
grt_usage = 0.120
grt_max_degree = 31
grt_pass1_wl_mm = 5.04
grt_pass1_vias = 1119
grt-ovfl-total = 0
antenna_found_initial = 0

[min_path]
hp-class = flip-flop to flip-flop
-- per-stage QoR --
step	worst slack [ns]	instances
2_1_floorplan	1.32	146
3_3_place_gp	1.02	216
3_5_place_dp	0.924	216
4_1_cts	0.945	224
5_1_grt	0.767	224
6_report	0.958	224
-- power groups by stage --
stage	Combinational (µW)	Sequential (µW)	Clock (µW)
6_report	8.65	380	303
5_1_grt	10.3	380	327
4_1_cts	9.45	380	310
-- cell usage in the layout (no fill, tap or decap), types with 2 or more instances in the layout --
master           Yosys  layout
nand3_2              2       2
nand3_1              7       7
nor4_1               5       5
xnor2_1             10      10
nand4_1              4       4
xor2_1               3       3
dfrtp_1             25      25
or3_1                6       6
nor3_1               3       3
or4_1                3       3
and3_1               2       2
clkdlybuf4s50_1      0       7
nand2_1              8       8
mux2_2               6       6
a21oi_1             14      14
buf_4                1       3
o31ai_1              3       3
dfstp_2              5       5
clkbuf_8             0       6
nor2_1               3       3
inv_1                4       4
or4_4                2       2
a22oi_1              7       7
o21ai_0              6       6
-- synth_stat cells (2+ instances only) --
cell type | count | share of area
dfrtp_1 | 25 | 0.40
a21oi_1 | 14 | 0.045
xnor2_1 | 10 | 0.056
nand2_1 | 8 | 0.019
a22oi_1 | 7 | 0.034
nand3_1 | 7 | 0.022
mux2_2 | 6 | 0.043
o21ai_0 | 6 | 0.019
or3_1 | 6 | 0.024
dfstp_2 | 5 | 0.084
nor4_1 | 5 | 0.020
inv_1 | 4 | 0.0096
nand4_1 | 4 | 0.016
clkbuf_1 | 3 | 0.0072
nor2_1 | 3 | 0.0072
nor3_1 | 3 | 0.0096
o31ai_1 | 3 | 0.014
or4_1 | 3 | 0.014
xor2_1 | 3 | 0.017
and3_1 | 2 | 0.0080
buf_2 | 2 | 0.0064
nand3_2 | 2 | 0.013
or4_4 | 2 | 0.014
-- layer usage --
layer,track usage,vias up
li1,-,567
met1,0.185,562
met2,0.185,26
met3,0.0288,6
met4,0.0150,0
met5,0,-
-- layout make-up --
class	instances	share of cell area
Clock inverter	1	0.00280
Multi-Input combinational cell	105	0.418
Clock buffer	7	0.0484
Tap cell	67	0.0470
Sequential cell	30	0.424
Timing Repair Buffer	10	0.0519
Inverter	4	0.00841
-- state kept, by name, summed over array words and instances, names as in the netlist --
| register | cells |
|---|---|
| counter | 24 |
| led | 6 |
-- cells by family after synthesis --
family          after synthesis  synth area share
simple gates                 49             0.200
fa+ha+maj                     1           0.00803
buf+inv                      11            0.0353
xor+xnor                     13            0.0731
flops                        30             0.486
mux                           6            0.0434
compound gates               36             0.154
-- worst paths after layout --
| kind | start | endpoint | slack, ns | cells after the start |
|---|---|---|---|---|
| worst max-delay path | counter[9] | counter[15] | 0.96 | 4 |
| worst min-delay path | counter[0] | counter[0] | 0.48 | 1 |
| worst max register to register | counter[9] | counter[15] | 0.96 | 4 |
| worst min register to register | counter[0] | counter[0] | 0.48 | 1 |
| max in group asynchronous | sys_rst_n | led[4] | 2.15 | 2 |
| min in group asynchronous | sys_rst_n | counter[8] | 0.74 | 2 |
-- critical path: stages, from the launching register on --
cell,delay (ns)
dfrtp_1,0.40
nand3_2,0.15
or4_1,0.54
o31ai_4,0.77
a22oi_1,0.21
Power figures rest on the tool's default switching activity, not on a simulated workload.
