<file path="flow/config.mk">
export PLATFORM = sky130hd
export DESIGN_NAME = counter
export DESIGN_NICKNAME = counter
export VERILOG_FILES = /design/flow/design.v
export SDC_FILE = /design/flow/constraint.sdc
export NUM_CORES = 4
export LEC_CHECK = 1
export CORE_AREA = 10 10 70 70
export DIE_AREA = 0 0 80 80
</file>
<file path="flow/constraint.sdc">
current_design counter

set clk_period 2.1
set clk_io_pct 0.2

create_clock -name clk0 -period $clk_period [get_ports {sys_clk}]

set non_clock_inputs [all_inputs -no_clocks]
set_input_delay [expr $clk_period * $clk_io_pct] -clock clk0 $non_clock_inputs
set_output_delay [expr $clk_period * $clk_io_pct] -clock clk0 [all_outputs]
</file>
<file path="flow/design.v">
module counter(
    input sys_clk,
    input rst,
    output [7:0] out
);
reg [7:0] count;
assign out = count;
always @(posedge sys_clk or posedge rst) begin
    if(rst) begin
        count <= 8'd0;
    end else begin
        count <= count + 8'd1;
    end
end
endmodule
</file>
<file path="flow/run.sh">
#!/bin/bash
# OpenROAD 26Q1-2900-gdf79404cd8, Yosys 0.63+post, stock flow scripts
make -C /OpenROAD-flow-scripts/flow DESIGN_CONFIG=/design/flow/config.mk WORK_HOME=/design/flow/orfs finish
</file>
==> results.txt <==
Ys Warns: 1
Place WS: 0.746 ns
Routed wire length per instance: 8.48 µm
Die width: 80 µm
FF+latch count, synth: 8
Via count: 209
Clk sinks: 8
Number of global-route vias before repair: 246
Reg-to-reg slack, setup: 1.09 ns
Init Core Util: 9.38%
RR Startpoint: count[2]
Most used flip-flop cell: dfrtp_1
CP Capture Type: primary output
First-pass GRT wire length: 1260 µm
Ports: 10
DIE AREA: 6400 µm²
Drt total wl: 704 µm
Number of max-cap violations: 0
Die Y-Extent: 80 µm
Vias per cell: 2.52
Synth logic family: XOR/XNOR gates
Compound Share, Synth: 0%
CTS buffer count: 3
CP required: 1.68 ns
Root Driver: clkbuf_4
Slowest stage cell, crit path: clkdlybuf4s50_1
Critical path buffers and inverters: 1
Largest register FFs: 8
Highest Clock Rate: 0.625 GHz
R2R Path End: count[7]
Clk latency of the worst-skew pair: 0.25 ns
Final period util: 76.2%
Post-synthesis instance total: 25
Ys cells: 25
Core Rows: 21
Congestion Overflow GR: 0
Leakage power total: 0.202 nW
Overall Global Routing Usage: 2.47%
GP Congestion: 0.691
Iteration count of the initial detailed-routing pass: 2
Setup slack after layout: 0.499 ns
Core area: 3420 µm²
Worst path max stage delay: 0.50 ns
R2R cell count: 3
Area fraction in mux cells: 0%
Final total power: 0.273 mW
Hpwl dp: 598 µm
Area share of fa/ha/maj cells after synthesis: 3.91%
Initial drt markers: 3
PD cells: 557 nW/µm²
AND/OR/NAND/NOR Cells, Area Fraction: 14.8%
Worst-path cell chain: clkdlybuf4s50_1
Critical path type: reg2out
Minimum clock period after layout: 1.60 ns
Crit Path Max Fanout: 5
Yosys chip area: 320 µm²
CP top delay family: buffers and inverters
Synth top area share: 62.5%
Netlist Area Pre-Place: 320 µm²
N_diodes: 0
Setup Viol. Count Final: 0
Slew Limit Fails: 0
Cell with the most instances after synthesis: dfrtp_1
Largest regs: count x8
Register area share after synthesis: 62.5%
Biggest register: count
Worst-path clk slew: 0.05 ns
Main area contributors: dfrtp_1 (63%), xnor2_1 (8.2%), xor2_1 (8.2%), ha_1 (3.9%), nand3_1 (3.1%)
Xor/xnor share: 16.4%
DRT antenna net count: 0
Startpoint Class: flip-flop
Mean Syn Cell Area: 12.8 µm²
Share of layout cells above drive strength 1: 13.5%
EDFF count, synth: 0
Post-CTS Setup Inserts: 0
Unrepaired setup endpoints after global routing: false
Slew at the pin closest to its max-slew limit: 0.305 ns
Largest net degree at the start of global routing: 9
Asr flop ratio synth: 100%
Tool warnings: 25
Outcome: completed
Initial antenna violation count: 0
Max Clock Skew: 0.00323 ns
DRC Markers: 0
CTS H-Tree Depth: 1
HP Class: in2async
Synth area leader: dfrtp_1
CTS Buffer Depth: 2
CTS tree: yes
Top cells by count: dfrtp_1 (8), xnor2_1 (3), xor2_1 (3)
Setup total negative slack: 0 ns
Data arrival, critical path: 1.18 ns
Cell Type Count: 11
Maximum VDD drop: 0.000132 V
Slew HR: 79.7%
PortBufs: 9
Area Overhead vs Synth: 53.1%
Final hold violations: 0
Cts-stage hold buffer count: 0
Resize count post-CTS: 0
==> kinds of logic (layout without fill, tap and decap cells) <==
logic type	count (synthesis)	count (layout)
buffers and inverters	2	14
DFF	8	8
and+or+nand+nor	8	8
xor gates and xnor gates	6	6
adders and majority gates	1	1
==> how the worst max path moves through the flow <==
stage         startpoint      to  cells past startpoint
finish          count[2]  out[2]                      1
global route    count[2]  out[2]                      1
CTS             count[2]  out[2]                      1
==> power breakdown <==
part	switching [mW]	total, mW	internal [mW]
clock network	0.0487	0.114	0.0652
logic	0.00307	0.00481	0.00174
registers	0	0.154	0.154
total	0.0517	0.273	0.221
==> layout by cell type (no fill, tap or decap) <==
cell type,n
dfrtp_1,8
nand2_1,2
clkdlybuf4s50_1,9
xor2_1,3
ha_1,1
and3_1,1
nand3_1,2
nand3_2,1
clkbuf_4,3
nor2_1,1
nor3_2,1
inv_1,2
xnor2_1,3
==> metal layers <==
| metal | wire length [µm] | vias to the layer above | global-route usage (%) |
|---|---|---|---|
| li1 | - | 104 | - |
| met1 | 316 | 98 | 3.12 |
| met2 | 312 | 5 | 3.45 |
| met3 | 66 | 2 | 1.36 |
| met4 | 8 | 0 | 0.880 |
| met5 | 0 | - | 0 |
==> per-stage QoR <==
| step | hold slack, ns | utilization, % | std cells | cell area, µm² |
|---|---|---|---|---|
| 2_1_floorplan | 0.236 | - | 25 | 320 |
| 3_3_place_gp | 0.480 | 13.7 | 80 | 468 |
| 3_5_place_dp | 0.478 | 13.7 | 80 | 468 |
| 4_1_cts | 0.432 | 14.4 | 83 | 490 |
| 5_1_grt | 0.438 | 14.4 | 83 | 490 |
| 6_report | 0.421 | 14.4 | 83 | 490 |
==> layout make-up <==
| cell class | count | area, µm² |
|---|---|---|
| tap | 46 | 57.6 |
| multi-input combinational | 15 | 113 |
| fill | 399 | 2930 |
| clock buffer | 3 | 22.5 |
| sequential | 8 | 200 |
| timing repair buffer | 9 | 90.1 |
| inverter | 2 | 7.51 |
Power figures rest on the tool's default switching activity, not on a simulated workload.
